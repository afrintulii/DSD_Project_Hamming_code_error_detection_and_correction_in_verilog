### /design/flow/design.v
`timescale 1ps / 1ps
module D_Flip_Flop ( D ,CLK ,EN ,CLR ,L ,Q ,Q_bar );
input D;
wire D;
input CLK;
wire CLK;
input EN;
wire EN;
input CLR;
wire CLR;
input L;
wire L;
output Q;
reg Q;
output Q_bar;
reg Q_bar;
    reg temp;
    always @(posedge CLK or posedge CLR) begin
        if (CLR) begin
            temp <= 1'b0;  
        end else if (EN) begin
            if (L) begin
                temp <= D;  
            end
        end
    end
    assign Q = temp;
    assign Q_bar = ~temp;
endmodule
`timescale 1ps / 1ps
module Decoder3to8 ( address ,row_select );
input [2:0] address;
wire [2:0] address;
output [7:0] row_select;
wire [7:0] row_select;
wire a0_not, a1_not, a2_not;
    not (a0_not, address[0]);
    not (a1_not, address[1]);
    not (a2_not, address[2]);
    and (row_select[0], a2_not, a1_not, a0_not);
    and (row_select[1], a2_not, a1_not, address[0]);
    and (row_select[2], a2_not, address[1], a0_not);
    and (row_select[3], a2_not, address[1], address[0]);
    and (row_select[4], address[2], a1_not, a0_not);
    and (row_select[5], address[2], a1_not, address[0]);
    and (row_select[6], address[2], address[1], a0_not);
    and (row_select[7], address[2], address[1], address[0]);
endmodule
`timescale 1ps / 1ps
module control_logic ( clk ,rst ,Q ,T );
input clk;
wire clk;
input rst;
wire rst;
output [2:0] Q;
reg [2:0] Q;
output [7:0] T;
reg [7:0] T;
reg [2:0] D;       
reg [2:0] Q_bar;   
assign  D[2] = ((~Q[2]) & Q[1] & Q[0])	 | (Q[2] & (~Q[1]) & (~Q[0])); 
assign D[1] = ((~Q[2]) & (Q[1] ^ Q[0]));  
assign D[0] = ((~Q[0]) & ((~Q[1] ) | (~Q[2])));
D_Flip_Flop D0 (
    .D(D[0]),
    .CLK(clk),
    .EN(1),
    .CLR(rst),
    .L(1),
    .Q(Q[0]),
    .Q_bar(Q_bar[0])
);
D_Flip_Flop D1 (
    .D(D[1]),
    .CLK(clk),
    .EN(1),
    .CLR(rst),
    .L(1),
    .Q(Q[1]),
    .Q_bar(Q_bar[1])
);
D_Flip_Flop D2 (
    .D(D[2]),
    .CLK(clk),
    .EN(1),
    .CLR(rst),
    .L(1),
    .Q(Q[2]),
    .Q_bar(Q_bar[2])
);
Decoder3to8 decoder (
    .address(Q),
    .row_select(T)
);
endmodule
### /design/flow/run.sh
#!/bin/bash
# OpenROAD 26Q1-2900-gdf79404cd8, Yosys 0.63+post, stock flow scripts
make -C /OpenROAD-flow-scripts/flow DESIGN_CONFIG=/design/flow/config.mk WORK_HOME=/design/flow/orfs finish
### /design/flow/config.mk
export PLATFORM = sky130hd
export DESIGN_NAME = control_logic
export DESIGN_NICKNAME = control_logic
export VERILOG_FILES = /design/flow/design.v
export SDC_FILE = /design/flow/constraint.sdc
export NUM_CORES = 4
export LEC_CHECK = 1
export CORE_AREA = 10 10 70 70
export DIE_AREA = 0 0 80 80
### /design/flow/constraint.sdc
current_design control_logic

set clk_period 1.1
set clk_io_pct 0.2

create_clock -name clk0 -period $clk_period [get_ports {clk}]

set non_clock_inputs [all_inputs -no_clocks]
set_input_delay [expr $clk_period * $clk_io_pct] -clock clk0 $non_clock_inputs
set_output_delay [expr $clk_period * $clk_io_pct] -clock clk0 [all_outputs]
==> out/results.txt <==
first-pass detailed-route iteration total = 2
xor/xnor share = 3.85%
initial antenna violation count = 0
CTS tree = built
number of cells in Yosys stat = 24
biggest area cells = dfrtp_1 (33%), buf_4 (9.9%), buf_6 (9.9%), nor3b_4 (8.2%), nor3b_2 (5.5%)
1st-iter DRT viols = 2
area fraction of the dominant cell type after synthesis = 33.0%
Clock Tree Buf Depth = 2
leading area contributor after synthesis = dfrtp_1
Yosys chip area = 228 sq um
core area = 3420 sq um
I/O pins = 13
drt wl/cell = 10.0 um
GRT Util Overall = 3.50%
clock skew = 0.00327 ns
number of enable flip-flop cells = 0
Cell Rows = 21
Cells after Synth = 24
clock sinks = 3
Seq share, synth = 33.0%
Slew headroom = 89.5%
Max Cap Viol = 0
Crit path required time = 0.88 ns
WS Path Type = flop to primary output
Post-Synth AOI/OAI Area = 5.49%
largest net degree at the start of global routing = 5
Period minus WS final = 1.38 ns
commonest cells in the netlist = buf_4 (3), dfrtp_1 (3), nor2_1 (3)
flops out of synthesis = 3
Max stage delay cell, worst path = dfrtp_2
Placer Congestion = 0.712
WP buf/inv = 3
Port Buffer Count = 12
CTS root buf = clkbuf_4
reg2reg setup slack = -0.02 ns
tool warnings = 27
Worst path top cell family by delay = flip-flops
pwr dens = 496 nW/um^2
ant diodes = 0
type of the worst min-delay path = input pin to asynchronous set/reset pin
failing checks = setup timing
worst-skew pair later-pin latency = 0.24 ns
share of cells above drive strength 1 = 87.9%
outcome = finished, violations left
combinational gate area = 136 sq um
Inst Count DP = 78
Top FF cell, synth = dfrtp_1
Chip Area = 6400 sq um
Slew @ Worst Pin = 0.157 ns
Post-Syn Area = 228 sq um
Logic family by area = simple AND/OR/NAND/NOR gates
RSZ-0062 raised after global routing = yes
global route overflow = 0
fin worst setup slack = -0.285 ns
Final ANT Viol Nets = 0
Chip Width = 80 um
DRT Wirelength = 1.04 mm
CP max FO = 3
final worst path period share = 126%
htree depth = 1
register area = 78.8 sq um
dpl ws = -0.409 ns
die height = 80 um
Mux cell area share = 0%
yosys simple share = 34.1%
global-route wire length before repair = 1.82 mm
CTS Buf Count = 3
final hold violation count = 0
Via Count = 293
fillers = 381
Synth Area in Adders = 0%
FP Core Util = 6.67%
DRC = 0
Area Overhead vs Synth = 180%
CTS clk-pin slew, worst paths = 0.04 ns
Final Max Slew Viols = 0
vias in the first global route = 348
worst vdd ir = 209 uV
yosys warns = 12
async set or reset register ratio after synthesis = 100%
CP arrival = 1.16 ns
Layout Cells excl Fill = 104
CP peak stage delay = 0.42 ns
cells along the critical path = buf_6 -> buf_4 -> nor3b_2 -> buf_2
total design power = 0.316 mW
final setup vio count = 12
leak pwr = 0.328 nW
Highest Clock Rate = 722 MHz
CP startpoint kind = flop
CP endpoint kind = primary output
vias per cell = 2.82
syn avg cell area = 9.49 sq um
synth unique cells = 16
[cells by family (layout without fill, tap and decap cells)]
kind of cell,Yosys count,count (layout)
compound gates,2,2
xor+xnor,1,1
buf+inv,7,41
flops,3,3
simple gates,11,11
[state kept, by name, indices dropped and copies added, names as in the netlist]
register	count
D2.temp	1
D0.temp	1
D1.temp	1
[what timing repair did]
action                                  in CTS  in global routing
hold endpoints to repair                     0                  0
endpoints found under the setup margin      11                 12
gates resized                               69                  3
pin swaps                                    6                  8
setup buffers                               21                  2
hold buffers                                 0                  0
[area by class of cell]
cell class | count | area share [%]
Clock buffer | 4 | 4.13
Inverter | 1 | 0.589
Multi-Input combinational cell | 14 | 21.4
Sequential cell | 3 | 12.4
Tap cell | 46 | 9.04
Timing Repair Buffer | 36 | 52.5
[placed cells by master (no fill, tap or decap)]
cell type | Yosys | final
nor3b_2 | 1 | 2
clkbuf_4 | 0 | 3
and3b_1 | 1 | 1
nor2_2 | 0 | 2
buf_2 | 1 | 7
buf_6 | 2 | 21
clkdlybuf4s50_1 | 0 | 1
nor2_1 | 3 | 1
dfrtp_2 | 0 | 3
inv_1 | 1 | 1
nor3b_4 | 1 | 1
nand2_4 | 0 | 1
nand2_2 | 0 | 1
and3_4 | 0 | 1
xnor2_2 | 0 | 1
buf_4 | 3 | 7
o21bai_1 | 1 | 1
a21oi_1 | 1 | 1
clkbuf_1 | 0 | 1
nor3_2 | 0 | 1
[metrics by stage]
step / hold WS, ns / utilization [%] / cell area (sq um) / setup TNS, ns
after detailed placement: 0.424 / 10.8 / 370 / -3.64
after floorplan: -0.0264 / - / 228 / 0
final: 0.188 / 18.6 / 637 / -2.23
after global placement: 0.400 / 10.8 / 370 / -3.27
after CTS: 0.176 / 18.1 / 617 / -2.26
after global routing: 0.191 / 18.6 / 637 / -2.75
[final timing paths]
| check | start | endpoint | depth (start not counted) |
|---|---|---|---|
| worst min-delay path | rst | D0.temp$_DFF_PP0_ | 2 |
| worst max-delay path | D0.temp$_DFF_PP0_ | T[1] | 4 |
| max in group asynchronous | rst | D1.temp$_DFF_PP0_ | 2 |
| worst min register to register | D0.temp$_DFF_PP0_ | D2.temp$_DFF_PP0_ | 3 |
| min in group clk0 | D0.temp$_DFF_PP0_ | D2.temp$_DFF_PP0_ | 3 |
| worst max register to register | D1.temp$_DFF_PP0_ | D1.temp$_DFF_PP0_ | 5 |
[per-layer routing]
layer / up-vias / wire length (um) / share of wire (%) / GRT usage (%)
li1: 141 / - / - / -
met1: 132 / 630 / 60 / 6.07
met2: 16 / 283 / 27 / 3.37
met3: 4 / 89 / 8.5 / 1.25
met4: 0 / 40 / 3.8 / 1.23
met5: - / 0 / 0 / 0
[where the power goes]
part / switching [mW] / internal [mW]
logic: 0.00293 / 0.00337
registers: 0 / 0.111
clock network: 0.0626 / 0.136
Power is estimated from default activity; no workload was simulated.
