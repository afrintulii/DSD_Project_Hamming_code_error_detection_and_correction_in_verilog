$ cat /design/flow/run.sh
#!/bin/bash
# OpenROAD 26Q1-2900-gdf79404cd8, Yosys 0.63+post, stock flow scripts
make -C /OpenROAD-flow-scripts/flow DESIGN_CONFIG=/design/flow/config.mk WORK_HOME=/design/flow/orfs finish
$ cat /design/flow/config.mk
export PLATFORM = sky130hd
export DESIGN_NAME = error_correction
export DESIGN_NICKNAME = error_correction
export VERILOG_FILES = /design/flow/design.v
export SDC_FILE = /design/flow/constraint.sdc
export NUM_CORES = 4
export LEC_CHECK = 1
export CORE_AREA = 10 10 73 73
export DIE_AREA = 0 0 83 83
$ cat /design/flow/constraint.sdc
current_design error_correction

set clk_period 2.1
set clk_io_pct 0.2

create_clock -name clk0 -period $clk_period [get_ports {clk}]

set non_clock_inputs [all_inputs -no_clocks]
set_input_delay [expr $clk_period * $clk_io_pct] -clock clk0 $non_clock_inputs
set_output_delay [expr $clk_period * $clk_io_pct] -clock clk0 [all_outputs]
$ cat /design/flow/design.v
`timescale 1ps / 1ps
module error_correction (
    input clk,                     
    input [6:0] data_in,           
    input EN,                      
    output reg [6:0] corrected_data_out  
);
    wire x1, x2, x4;               
    wire [2:0] error_pos;          
    wire error_detected;           
    assign x1 = data_in[6] ^ data_in[4] ^ data_in[2] ^ data_in[0];  
    assign x2 = data_in[6] ^ data_in[5] ^ data_in[2] ^ data_in[1];  
    assign x4 = data_in[6] ^ data_in[5] ^ data_in[4] ^ data_in[3];  
    assign error_pos = {x4, x2, x1};  
    assign error_detected = |error_pos;  
    always @(posedge clk) begin
        if (EN) begin
            if (error_detected) begin
                corrected_data_out <= data_in ^ (7'b1 << (error_pos-1));
            end else begin
                corrected_data_out <= data_in;
            end
        end
    end
endmodule
==> results_slide.txt <==
Run Summary

Die
  – DIE AREA: 6890 µm²
  – Die Y: 83 µm
  – Chip Width: between 80 and 90 µm
  – Core Region: approximately 3700 µm²
  – Row Count: 22
  – FP Core Util: 12.8%
  – IO Pins: 16

Timing
  – Max-slew violation count: 0
  – TNS Setup: 0 ns
  – # setup viols final: 0
  – Post-layout worst setup margin: 0.110 ns
  – Hold WS: slightly below 0.8 ns
  – RSZ-0062 raised after global routing: no
  – Slew @ Worst Pin: 0.312 ns
  – Achievable Freq: 502 MHz
  – Final worst-path cycle share: 94.8%
  – Final Hold Violation Tally: 0
  – Min Clock Period, post-route: 1.99 ns
  – Max_slew headroom: 79.1%

Yosys
  – Cell count listed in synth_stat.txt: 40
  – Synth cell count leaders: xnor2_1, edfxtp_1, nand2_1, nand3_1, ha_1
  – Cell Area, Synth: 479 µm²
  – Biggest area cells: edfxtp_1, xnor2_1, ha_1
  – Mean post-synth cell area: 12.0 µm²
  – Post-synth seq share: 43.9%
  – Yosys top cell by instances: xnor2_1
  – Synth flops: 7
  – Yosys chip area: 479 µm²
  – Main flop type: edfxtp_1
  – Asr flop ratio synth: 0%
  – Unique cell types: 13
  – EDFF count, synth: 7
  – Top cell area share: 43.9%
  – Biggest area consumer among synthesized cells: edfxtp_1
  – Post-Syn Instances: 40
  – Warnings from Yosys: 1

Detailed routing
  – Antenna Nets Post-Route: 0
  – Via density per instance: approximately 3.1
  – DRT iter0 DRCs: 3
  – Number of diodes: 0
  – Vias: approximately 380
  – # DRC: 0
  – WL/cell: 9.04 µm
  – First drt pass iteration count: 3
  – Total wire length: 1.09 mm

Placed design
  – Port Buffers: 15
  – Final Wtd Congestion: between 0.8 and 0.9
  – Placed cell areas: 795 µm²
  – Setup WS pre-CTS: -0.530 ns

Power and ir drop
  – Sequential share of power: 28.0%
  – Pleak: 0.343 nW
  – Int Power: 0.526 mW
  – Net Sw Frac: 26.0%
  – Sw Pwr: 0.185 mW
  – Comb power frac: 46.5%
  – Pwr/cell area: 807 nW/µm²
  – Total Power: 0.711 mW
  – Worst VDD drop: between 150 and 200 µV
  – Clock Power Share: roughly a quarter

Worst hold path
  – WHS Endpoint: corrected_data_out[0]
  – Hold Crit Depth: 3
  – HP Class: in2reg
  – Hold_sp: data_in[0]

Finish
  – Largest register FFs: 7
  – Layout area overhead: 83.8%
  – FF/Latch Area: between 200 and 250 µm²
  – Final Instance Area: between 800 and 900 µm²
  – Layout cells sized above 1: 34.2%
  – Fillers: about 410
  – Biggest register: corrected_data_out
  – Regs by FF count: corrected_data_out: 7 flops
  – Comb area: approximately 320 µm²

Clock tree
  – CTS H-Tree Depth: 1
  – Cts hold-fix bufs: 0
  – Clock buffer depth: 2
  – CTS tree: yes
  – CTS Buf Count: 3
  – Root Buffer: clkbuf_8
  – Clock-pin slew of the registers on the worst-case setup and hold paths: 0.04 ns
  – Clock Sinks: 7

Worst setup path
  – Kind of cell adding the most delay to the critical path: buffers and inverters
  – Critical path data required time: slightly above 2 ns
  – Crit-path max FO: 4
  – Buf/Inv on CP: 3
  – Critical Path Max Stage Delay: 0.50 ns
  – WP data arrival: a little under 2 ns
  – Crit-path cells: clkdlybuf4s50_1 -> xnor2_1 -> buf_4 -> xnor3_1 -> buf_4 -> nand3_1 -> xnor2_1
  – Critical path type: in2reg
  – CP endpoint kind: flip-flop
  – CP max-delay cell: clkdlybuf4s50_1
  – Type of origin of the critical path: primary input

Flow run
  – Log Warnings: 26
  – Max cap viols: 0

Global route
  – GRT Util Overall: between 3 and 4%
  – Largest net degree at the start of global routing: 8
  – Grt ovf: 0
  – First-pass GRT wire length: around 2.0 mm
  – Vias in the first global route: between 400 and 500
  – Initial antenna violation count: 0

Status
  – Status: finished, final reports clean
worst max path at each step:
stage	slack, ns	start	endpoint	cells after the start
final	0.11	data_in[3]	corrected_data_out[1]	7
after global routing	0.009	data_in[2]	corrected_data_out[1]	8
after CTS	0.11	data_in[3]	corrected_data_out[4]	7
metrics by stage:
| step | utilization, % | instances |
|---|---|---|
| 2_1_floorplan | - | 40 |
| 3_3_place_gp | 21.2 | 117 |
| 3_5_place_dp | 21.2 | 117 |
| 4_1_cts | 23.5 | 121 |
| 5_1_grt | 23.5 | 121 |
| 6_report | 23.5 | 121 |
layer usage:
metal	vias up	wire length, µm	global-route usage [%]	share of wire [%]
met1	156	541	4.33	49
met2	17	380	4.40	35
met4	0	62	1.54	5.7
met5	-	0	0	0
li1	203	-	-	-
met3	5	109	1.48	10
layout make-up:
| class | instances | area share [%] |
|---|---|---|
| well taps | 48 | 6.82 |
| multi-input cells | 33 | 36.1 |
| repair buffers | 29 | 28.1 |
| clock buffers | 4 | 5.11 |
| flip-flops and latches | 7 | 23.9 |
placed cells by master, fill, tap and decap left out, drive strengths merged, types with 2 or more instances in the layout:
cell type	n
clkdlybuf4s50	9
nand3	4
nand2	4
dlygate4sd2	6
ha	2
buf	14
clkbuf	4
edfxtp	7
xnor2	16
kinds of logic after synthesis:
logic type                 count (synthesis)  share of synthesized area [%]
adders and majority gates                  2                           5.22
DFF                                        7                           43.9
xor gates and xnor gates                  17                           35.5
AOI/OAI and AO/OA                          2                           3.39
and+or+nand+nor                           12                           12.0
power groups by stage:
stage	clock network (mW)	registers, mW	logic (mW)
4_1_cts	0.187	0.200	0.331
5_1_grt	0.193	0.204	0.366
6_report	0.181	0.199	0.331
repair_timing:
item	4_1_cts	5_1_grt
endpoints found under the setup margin	7	0
gates resized	14	0
setup buffers	0	0
Power and IR drop assume default switching activity.
